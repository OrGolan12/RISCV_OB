==> /design/flow/design.v <==
module regfile(
    input clk, rst , chip_en ,   
    input write_enable,         
    input [4:0]        rs1_address,   
    output wire [31:0] rs1_data,
    input [4:0]        rs2_address,
    output wire [31:0] rs2_data,
    input [4:0]  wr_port_add,
    input [31:0] wr_port_data
    );
assign rs1_data = reg_mem[rs1_address];
assign rs2_data = reg_mem[rs2_address];
reg [31:0] reg_mem[0:31] ;
integer i = 0;
initial 
    begin
      for (i=0; i<32; i=i+1) reg_mem[i] = 0;
    end
always@ (posedge clk)
  begin
    if (!rst && chip_en)
      begin
        if (write_enable)
          reg_mem[wr_port_add] = wr_port_data;           
      end 
  end   
generate
  genvar idx;
  for(idx = 0; idx < 32; idx = idx+1) begin: register
    wire [31:0] tmp;
    assign tmp = reg_mem[idx];
  end
endgenerate
endmodule
==> /design/flow/run.sh <==
#!/bin/bash
# OpenROAD 26Q1-2900-gdf79404cd8, Yosys 0.63+post, stock flow scripts
make -C /OpenROAD-flow-scripts/flow DESIGN_CONFIG=/design/flow/config.mk WORK_HOME=/design/flow/orfs finish
==> /design/flow/config.mk <==
export PLATFORM = sky130hd
export DESIGN_NAME = regfile
export DESIGN_NICKNAME = regfile
export VERILOG_FILES = /design/flow/design.v
export SDC_FILE = /design/flow/constraint.sdc
export NUM_CORES = 4
export LEC_CHECK = 1
export CORE_UTILIZATION = 50
==> /design/flow/constraint.sdc <==
current_design regfile

set clk_period 10.7
set clk_io_pct 0.2

create_clock -name clk0 -period $clk_period [get_ports {clk}]

set non_clock_inputs [all_inputs -no_clocks]
set_input_delay [expr $clk_period * $clk_io_pct] -clock clk0 $non_clock_inputs
set_output_delay [expr $clk_period * $clk_io_pct] -clock clk0 [all_outputs]
==> changes_impl.md <==
### Physical design

- Proportion of layout cells with a drive suffix above 1: approximately 9.1%
- Register Area: a little over 30000 µm²
- GRT Util Overall: about a third
- Residual DRC count: 0
- H-Tree Level Count: 3
- Vias in the first global route: between 30000 and 40000
- CP Class: in2out
- Initial antenna violation count: 9
- Total grt overflow: 0
- Clock Pin Slew Worst Setup and Hold Paths: 0.06 ns
- Rows: between 100 and 150
- Post-cts repair resize count: 0
- Fin crit period: slightly below 8 ns
- Port Buf Inserts: 114
- Non-Filler Instances: approximately 4900
- Most instantiated cells after synthesis: edfxtp_1, mux2i_1, nand2_1, nand3_1
- Setup TNS: 0 ns
- Synth Instances: 3390
- Hold Crit Class: in2reg
- Mean area per synthesized cell: 14.4 µm²
- Status: finished, final reports clean
- Area after DPL: 51400 µm²
- Post-DP HPWL: around 85000 µm
- Post-Synthesis Cell Area: approximately 50000 µm²
- MaxCap Viol Count: 0
- Post-layout util: 56.7%
- Cts bufs inserted: around 110
- Crit-path slowest cell: nor2b_4
- Final Max Slew Viols: 0
- ANT nets after route: 0
- Vias per cell: 6.46
- Slew margin rel.: about 33%
- Hold EP: reg_mem[30][3]
- Clk sink count: around 1000
- Place WS: around 3.0 ns
- Placed Instances: between 4000 and 5000
- Power Dens Cells: roughly 160 nW/µm²
- Synth area leader: edfxtp_1
- Crit path DAT: 5.70 ns
- Via count: about 31000
- Cell variety after synth: 24
- Yosys stat chip area: around 49000 µm²
- Area leader share: around 63%
- Register share after synthesis: between 60% and 70%
- Clock buffer depth: 3
- RSZ-0062 raised after global routing: false
- Yosys Instances: about 3400
- Root buffer cell: clkbuf_16
- Placer congestion estimate: approximately 0.9
- CP cell instances: clkdlybuf4s50_1, nor2b_4, buf_4, a22o_1, nor3_1, a31oi_1, nand3_1, clkdlybuf4s50_1
- Top cells, area: edfxtp_1, mux2i_1, a22oi_1, a22o_1, nand3_1
- Final WL: between 150000 and 200000 µm
- OpenROAD warning count: 26
- Fin crit share: between 70% and 80%
- FMAX: roughly 0.13 GHz
- # Post-CTS Setup Buffers: 0
- Leakage: 20.1 nW
- Most frequent CP cell: clkdlybuf4s50_1
- Peak supply drop: between 0.1 and 0.15 mV
- Largest net degree at the start of global routing: 97
- Fin. Hold Viols: 0
- CP Max Fanout: 39
- Critical Path Source: rs1_address[2]
- Min-delay src: wr_port_data[3]
- CP required: approximately 8.6 ns
- Largest register FFs: roughly 1000
- Final-layout fill cell count: around 7300
- 1st-iter DRT viols: roughly 2400
- Chip Height: 314 µm
- Post-synth EDFFs: just over 1000
- Asr flop ratio synth: 0%
- PnR worst setup slack: 2.86 ns
- Die Width: 314 µm
- CTS tree: done
- Post-CTS Hold Buffers: 0
- Area delta synth->final: 12.4%
- Core area: around 97000 µm²
- Crit-path max cell delay: a little over 0.7 ns
- Chip area: about 99000 µm²
- Pwr Total: ~8.9 mW
- # IOs: between 100 and 150
- #FFs+latches synth: between 1000 and 1500
- DR pass1 iterations: 6
- # setup viols final: 0
- CP endpoint kind: output pin
- Init Core Util: approximately half
- Routed WL per cell: between 30 and 40 µm
- First-pass GRT wire length: 224000 µm
- Synth Warn #: 1
- Gate Area: ~17000 µm²
- CP Launch Type: input port
- Design area: ~55000 µm²
- Worst hold path stage count: 2
- Hold WS: between 2 and 2.5 ns
- Worst Tran Pin Value: ~1.0 ns
- Synth Flop Type: edfxtp_1
-- report_power, final --
| part | total [mW] | leakage [nW] | switching (mW) | internal (mW) |
|---|---|---|---|---|
| combinational | 0.781 | 9.25 | 0.490 | 0.291 |
| clock | 3.65 | 1.69 | 1.52 | 2.13 |
| sequential | 4.44 | 9.21 | 0.00637 | 4.43 |
-- area by class of cell --
| class | count | area share, % |
|---|---|---|
| Antenna cell | 4 | 0.0183 |
| Clock buffer | 125 | 5.16 |
| Clock inverter | 71 | 1.08 |
| Multi-Input combinational cell | 2113 | 30.6 |
| Sequential cell | 1024 | 56.1 |
| Tap cell | 1276 | 2.91 |
| Timing Repair Buffer | 241 | 4.07 |
-- critical path: cells and delay by family --
kind                   cells  cell delay [ns]
buffers and inverters      3             1.87
AND/OR/NAND/NOR            3             1.01
AND-OR/OR-AND              2             0.62
-- cell usage in the layout, fill, tap and decap left out --
master / count
or3_1: 2
buf_12: 10
edfxtp_1: 1024
nand2_1: 195
nand3_1: 194
or3b_2: 2
nor2b_4: 4
and2_4: 2
buf_4: 117
or2_2: 2
clkinvlp_4: 1
clkinv_1: 36
diode_2: 4
a21oi_1: 192
a22o_1: 128
inv_6: 1
nor2_4: 34
nand3b_1: 4
nor3_1: 64
or2_1: 1
clkbuf_16: 111
buf_8: 2
bufinv_16: 11
mux2i_1: 1024
nand2b_2: 4
nor2_1: 3
a22oi_1: 192
nand2_2: 2
clkinv_2: 22
a31oi_1: 64
clkbuf_1: 14
clkdlybuf4s50_1: 112
-- layer usage --
layer  global-route usage (%)  vias up  wire length, µm
met5                     3.34        -              480
met4                     10.1       20             5910
met3                     24.2      364            26000
met2                     49.0     2139            70000
met1                     46.0    15300            54300
li1                         -    13600                -
-- how the worst max path moves through the flow --
| stage | endpoint | slack (ns) | cells past startpoint |
|---|---|---|---|
| after CTS | rs1_data[17] | 2.99 | 8 |
| after global routing | rs1_data[9] | 2.87 | 8 |
| final | rs1_data[17] | 2.86 | 8 |
-- logic make-up after synthesis --
kind of cell    after synthesis  synth area share, %
compound gates              576                 8.05
buf+inv                     253                 3.15
flops                      1024                 63.1
mux                        1024                 21.0
simple gates                513                 4.74
No activity file was given, so power comes from the tool's default toggle rates.
