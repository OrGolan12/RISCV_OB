==> /design/flow/design.v <==
`timescale 1ns / 1ps
module ALU(
    input [31:0] imm1,
    input [31:0] imm2,
    input [7:0] opcode,
    output reg [31:0] result      
    );
parameter ADD = 7'b000;   
parameter SUB = 7'b001;  
parameter AND = 7'b010;
parameter OR = 7'b011;
parameter XOR = 7'b100;  
parameter SLL = 7'b101;  
parameter SLT = 7'b110;  
parameter SLTU = 7'b111;
parameter SRA = 7'b1000;  
parameter SRL = 7'b1001;  
always@(*)
begin
    case (opcode)
        ADD :         
            result = imm1 + imm2;
        SUB :         
            result = imm1 - imm2;                
        AND :         
            result = imm1 & imm2;
        OR :         
            result = imm1 | imm2; 
        XOR :
            result = imm1 ^ imm2;
        SLL : 
            result = imm1 << (imm2 & 32'b11111); 
        SLTU : begin
                if (imm1 < imm2)
                    result = 1;
                else
                    result = 0;
               end
        SLT : begin
                if (({imm1[31], imm1}) < ({imm2[31], imm2}))
                    result = 1;
                else
                    result = 0;
               end
        SRA : result = imm1 >>> imm2;
        SRL : result = imm1 >> imm2;
    endcase
end
endmodule
module REG_FILE(
    input clk, rst, write_enable, 
    input [6:0] rs1_add,
    output reg [31:0] rs1,
    input [6:0] rs2_add,
    output reg [31:0] rs2,
    input [6:0] rd_add,
    input [31:0] rd
    );
reg [31:0] mem [31:0];
integer i = 0;
initial 
    begin
        for (i=0; i < 32; i = i + 1)
            mem[i] = 0;
    end
always@ (posedge clk)
    begin
        if (!rst)
            begin
                if (write_enable)
                    mem[rd_add] = rd;
                else
                begin
                    rs1 = mem[rs1_add];
                    rs2 = mem[rs2_add];
                end
            end 
    end   
endmodule
module DECODER(
    input [31:0] instruction,
    input RDY_BSY, rst, clk,
    input [31:0] result,
    output reg [7:0] opcode,
    output reg [31:0] imm1,
    output reg [31:0] imm2,
    input [31:0] reg1,
    input [31:0] reg2,   
    output reg [4:0] rs1_add,
    output reg [4:0] rs2_add,
    output reg [4:0] rd_add,
    output reg [31:0] rd
    );
parameter idle = 0;
parameter decode = 1;
parameter read_regfile = 2'b10;
parameter read_alu = 2'b11;
reg [3:0] state = idle;
parameter R_TYPE_OP = 7'b0110011;
parameter I_TYPE_OP = 7'b0010011;
parameter ADD = 3'b000;   
parameter SUB = 3'b000;  
parameter AND = 3'b111;
parameter OR = 3'b110;
parameter SLL = 3'b001;  
parameter SLT = 3'b010;  
parameter SLTU = 3'b011;
parameter SRA = 3'b101;  
parameter SRL = 3'b101;  
parameter XOR = 3'b100;  
reg [7:0] opcode_alu;
reg [6:0] rd_add_rf;
always@ (posedge clk)
begin
    if (rst)
    begin 
    imm1 <= 0;
    imm2 <= 0;
    opcode <= 0;
    rs1_add <= 0;
    rs2_add <= 0;
    state <= idle;
    end
    if (!rst)
    begin
    case(state)
        idle :  begin 
                    if (RDY_BSY)  
                        state <= decode;
                end
        decode : begin
                            case(instruction[14:12])
                            ADD : begin
                                    if (instruction[31:25] == 0)                                       
                                        opcode_alu <= 7'b000;
                                    if  (instruction[31:25] == 7'b0100000)
                                        opcode_alu <= 7'b001;
                                  end
                            AND : opcode_alu <= 7'b010;
                            OR : opcode_alu <= 7'b011;                            
                            XOR : opcode_alu <= 7'b100; 
                            SLL : opcode_alu <= 7'b101;
                            SLT : opcode_alu <= 7'b110; 
                            SLTU : opcode_alu <= 7'b111; 
                            SRA : opcode_alu <= 7'b1000;
                            SRL : opcode_alu <= 7'b1001;                                                        
                        endcase
                       if (instruction[6:0] == R_TYPE_OP)
                           begin
                            rd_add_rf <= instruction[11:7];
                            rs1_add <= instruction[19:15];
                            rs2_add <= instruction[24:20];    
                           end
                       if (instruction[6:0] == I_TYPE_OP)
                           begin
                            rd_add_rf <= instruction[11:7];
                            rs1_add <= instruction[19:15];
                            imm2 <= instruction[31:20];
                           end
                     state <= read_regfile;  
              end
         read_regfile :
                begin
                        imm1 <= reg1;
                        if (instruction[6:0] == I_TYPE_OP)
                            begin
                            imm2 <= instruction[31:20];
                            end 
                        if (instruction[6:0] == R_TYPE_OP)
                            begin
                            imm2 <= reg2;
                            end 
                        state <= read_alu;                                               
                end 
         read_alu : 
                begin 
                    rd <= result;
                    state <= idle;           
                end
    endcase 
    end
end
endmodule       
==> /design/flow/run.sh <==
#!/bin/bash
# OpenROAD 26Q1-2900-gdf79404cd8, Yosys 0.63+post, stock flow scripts
make -C /OpenROAD-flow-scripts/flow DESIGN_CONFIG=/design/flow/config.mk WORK_HOME=/design/flow/orfs finish
==> /design/flow/config.mk <==
export PLATFORM = sky130hd
export DESIGN_NAME = REG_FILE
export DESIGN_NICKNAME = REG_FILE
export VERILOG_FILES = /design/flow/design.v
export SDC_FILE = /design/flow/constraint.sdc
export NUM_CORES = 4
export LEC_CHECK = 1
export CORE_UTILIZATION = 50
==> /design/flow/constraint.sdc <==
current_design REG_FILE

set clk_period 9.4
set clk_io_pct 0.2

create_clock -name clk0 -period $clk_period [get_ports {clk}]

set non_clock_inputs [all_inputs -no_clocks]
set_input_delay [expr $clk_period * $clk_io_pct] -clock clk0 $non_clock_inputs
set_output_delay [expr $clk_period * $clk_io_pct] -clock clk0 [all_outputs]
==> run summary <==
most common library cells after synthesis = 1088 x edfxtp_1, 749 x a22oi_1, 205 x nand2_1, 183 x nor2_1, 129 x buf_2
largest net degree at the start of global routing = 42
Total Wirelength = 253000 um
Final Hold Viols = 0
Seq share, synth = 70.6%
Worst setup EP type = flip-flop
Total GRT Usage = 59.7%
Critical Path Source Type = input port
DRT iter0 DRCs = 4809
final cycle utilization of the critical path = 59.4%
Async SR Flop Fraction = 0%
unique cell type count in the Yosys netlist = 64
Placer Congestion = 1.08
Clock transition at path regs = 0.06 ns
Synth Flop Type = edfxtp_1
I/O pin cnt = 120
DR DRC count = 0
CP peak stage delay = 0.67 ns
Starting Density = 50.5%
Syn Inst Count = 3229
fa+ha+maj area frac = 0%
Area growth syn-to-layout = 17.0%
Worst Path Class, Setup = input port to flip-flop
Max VDD drop = 0.000246 V
CP max FO = 34
Via Count = 39141
mapped cell area = 46300 sq um
Setup Skew = 0.0320 ns
Die H = 306 um
area share, top type = 70.6%
delay-heaviest family, CP = buffers and inverters
Num CTS Buffers = 113
worst slew pin tran = 1.16 ns
crit path buf inv count = 5
Post-synth EDFFs = 1088
post-layout min period = 5.59 ns
YS chip area = 46300 sq um
Synth top cell by count = edfxtp_1
DIE WIDTH = 306 um
status = complete, no violations
port buffer count = 113
Final ANT Viol Nets = 0
Leakage = 17.4 nW
crit path DAT = 6.04 ns
Post-synth regs = 1088
# setup viols final = 0
cell taking the most area after synthesis = edfxtp_1
H-tree depth = 3
Syn Area/Cell = 14.3 sq um
DP HPWL = 142000 um
number of max-cap violations = 0
RSZ-0062 raised after global routing = false
Synth Area in Simple Gates = 8.32%
Max Transition Viols Final = 0
tool warnings = 33
Power Density = 204 nW/um^2
Critical Path RT = 9.85 ns
Slew headroom = 22.4%
TritonCTS clock tree = yes
clock sinks = 1088
fraction of layout cells with a size suffix above 1 = 15.2%
DR pass1 iterations = 9
first-pass GRT wire length = 333000 um
Post-Place Cell Area = 50000 sq um
ao+oa area frac = 17.4%
Main logic family = AND-OR/OR-AND gates
row count = 111
Setup TNS = 0 ns
hold buffers post-CTS = 0
clock root cell = clkbuf_16
DR WL/cell = 53.1 um
Syn. warnings = 2
Top cells by area = edfxtp_1 71%, a22oi_1 12%, nand2_1 1.7%
# Cells Yosys = 3229
Die Area = 93800 sq um
Post-CTS Resized = 0
crit-path most repeated cell = buf_4
XOR Share, Synth = 0%
worst hold path type = flip-flop to flip-flop
crit path max-delay cell type = buf_4
Vias per Instance = 8.22
number of setup buffers added after CTS = 0
Clk Latency, worst-skew pair = 0.75 ns
vias in the first global route = 39401
initial antenna violation count = 15
Final Instance Area = 54200 sq um
Clock Path Buffers = 3
sequence of cells on the critical path = buf_2, buf_4, buf_4, or3b_1, buf_4, nor2_4, buf_4, a22o_1, a2111oi_0, a31oi_1
Mux area share = 1.12%
GRT overflow = 0
fill cell total of the finished layout = 6973
total core area = 91700 sq um
fmax = 179 MHz
==> stage by stage <==
stage	instances	total power [W]	setup slack (ns)	hold slack, ns	utilization, %
final	4764	0.0111	3.81	0.611	59.1
after global routing	4737	0.0112	3.97	0.627	59.0
after CTS	4728	0.0110	4.29	0.615	59.0
after detailed placement	4518	0.00618	3.55	0.577	54.6
after global placement	4518	0.00618	3.53	0.592	54.6
after floorplan	3229	0.00577	4.35	0.543	-
==> tightest hold or removal path, delay by kind of cell (launching register included) <==
kind	cells	cell delay [ns]
DFF	1	0.34
and+or+nand+nor	1	0.05
AOI/OAI and AO/OA	1	0.10
==> cells in the final DEF (no fill, tap or decap), types with 22 or more instances in the layout <==
master	synthesis	final
edfxtp_1	1088	1088
a22oi_1	749	749
buf_4	30	225
nand2_1	205	204
clkbuf_16	0	116
nor2_1	183	108
clkdlybuf4s50_1	0	106
nand4_1	99	99
nor2_4	2	89
a21oi_1	77	77
nor3_1	67	67
nand3_1	52	52
a22o_1	52	52
a221oi_1	39	39
mux2i_1	37	37
diode_2	0	36
nor4_1	31	31
o21ai_0	27	27
a222oi_1	24	24
bufinv_16	0	24
a31oi_1	22	22
==> flip-flops by register name (all words and copies together) (netlist names) <==
name  cells
mem    1024
rs1      32
rs2      32
==> final cells by class <==
class	instances	area (sq um)	area share [%]
inverter	6	22.5	0.0416
timing repair buffer	337	2780	5.13
antenna	36	90.1	0.166
tap	1186	1480	2.74
multi-input combinational	1901	13100	24.1
clock inverter	79	1070	1.97
sequential	1088	32700	60.3
clock buffer	131	2960	5.46
==> cell families after synthesis <==
logic type             after synthesis
AND/OR/NAND/NOR                    774
AND-OR/OR-AND                     1077
flip-flops                        1088
multiplexers                        50
buffers and inverters              240
==> where the power goes <==
part	total (W)	switching, W	internal [W]
Combinational	0.000712	0.000521	0.000191
Sequential	0.00542	0.0000213	0.00540
Clock	0.00493	0.00201	0.00291
Total	0.0111	0.00255	0.00850
==> worst paths after layout <==
check | start | endpoint | depth (start not counted) | slack [ns]
worst max-delay path | rs2_add[1] | rs2[6]$_DFFE_PP_ | 10 | 3.81
worst min-delay path | mem[0][28]$_DFFE_PP_ | rs2[28]$_DFFE_PP_ | 2 | 0.61
worst min register to register | mem[0][28]$_DFFE_PP_ | rs2[28]$_DFFE_PP_ | 2 | 0.61
worst max register to register | mem[18][8]$_DFFE_PP_ | rs2[8]$_DFFE_PP_ | 5 | 7.25
==> layer usage <==
metal | GRT usage (%) | vias to the layer above | routed length, um | share of wire [%]
met5 | 21.9 | - | 1780 | 0.70
met4 | 42.9 | 63 | 26000 | 10
met3 | 56.8 | 1593 | 57400 | 23
met2 | 71.4 | 5067 | 98100 | 39
met1 | 62.2 | 18484 | 69500 | 28
li1 | - | 13934 | - | -
Power is estimated from default activity; no workload was simulated.
